<file path="design/flow/run.sh">
#!/bin/bash
# OpenROAD 26Q1-2900-gdf79404cd8, Yosys 0.63+post, stock flow scripts
make -C /OpenROAD-flow-scripts/flow DESIGN_CONFIG=/design/flow/config.mk WORK_HOME=/design/flow/orfs finish
</file>
<file path="design/flow/config.mk">
export PLATFORM = sky130hd
export DESIGN_NAME = ALU
export DESIGN_NICKNAME = ALU
export VERILOG_FILES = /design/flow/design.v
export SDC_FILE = /design/flow/constraint.sdc
export NUM_CORES = 4
export LEC_CHECK = 1
export CORE_UTILIZATION = 40
</file>
<file path="design/flow/constraint.sdc">
current_design ALU

set clk_period 21.0
set clk_io_pct 0.2

create_clock -name clk0 -period $clk_period

set non_clock_inputs [all_inputs -no_clocks]
set_input_delay [expr $clk_period * $clk_io_pct] -clock clk0 $non_clock_inputs
set_output_delay [expr $clk_period * $clk_io_pct] -clock clk0 [all_outputs]
</file>
<file path="design/flow/design.v">
module ALU (y, a, b, select);		  
input		[31: 0]  a, b;
input		[2: 0]  select;
output reg		[31: 0]  y;
always @ (*)
begin
y= 32'b0;
case ({select})
3'b000:	y = a;
3'b001:	y = a - b;
3'b010:	y = a + b;
3'b011:	y = a < b;
3'b100:	y = a ^ b;
3'b101:	y = a + (~b) + 1'b1;
3'b110:	y = a * b;
3'b111:	y = 32'h0;
default:		y = 32'h0;
endcase
end
endmodule
</file>
==> run summary <==
From the run reports.

- The flow ran to the end, and the final reports show no timing, DRC or antenna violations.
- In the hold timing report, the worst path depth is 4.
- The area of the mapped netlist reads around 20000 um2.
- After detailed placement, the design holds a cell count of roughly 3100.
- The total routing resource utilization after global routing is just over 30%.
- According to the floorplan report, the total die area is between 50000 and 60000 um2.
- The distinct cell type count of the synthesized netlist reads 85.
- The hold buffer count at CTS reads 0.
- The via count reads between 15000 and 20000.
- 99 I/O pins were placed.
- The critical path is of the in2out type.
- Among logic cells in the layout, the one with the most instances is sky130_fd_sc_hd__inv_1.
- The wire length of the first global-routing pass reads roughly 110000 um.
- The OpenROAD report gives the critical path a required time of between 15 and 20 ns.
- For this run, the number of standard cells in the final layout without fillers is ~3100.
- The largest fanout on the critical path is 26.
- Summed over all failing endpoints, the final setup total negative slack is 0 ns.
- The tally of buffers added on design ports reads just under 100.
- STA classifies the critical path startpoint as an input pin.
- The count of standard-cell rows is between 80 and 90.
- The total length of routed wires is approximately 70000 um.
- The logs give a warning total of around 63.
- In the synthesis report, Yosys lists the chip area as around 20000 um2.
- The core footprint is 49400 um2.
- Recorded from the global router log, the overflow total was 0.
- The maximum number of pins on one net before global-route repair is 52.
- In this run the mean area of a mapped cell was about 8.3 um2.
- The area of all sequential standard cells reads 0 um2.
- The number of pins with negative max-slew slack in the final report reads 0.
- In this run the horizontal extent of the chip is between 200 and 250 um.
- The nature of the critical path endpoint reads an output pin.
- The DRC violation count after routing reads 0.
- The fraction of layout instances using a drive strength above 1 is approximately 3.6%.
- Once detailed placement completed, the half-perimeter wirelength came to 52800 um.
- The worst hold path startpoint reads select[1].
- Across all hold checks on the routed design, the worst slack comes to approximately 9.6 ns.
- The number of warning messages in the yosys log reads 1.
- Setup repair after global routing left no endpoint under its margin.
- The maximum clock frequency reads 0.0598 GHz.
- The relative area change from synthesis to final layout reads 7.78%.
- The share of the cycle needed by the critical path after routing is between 70% and 80%.
- The number of antenna violations at the first check in global routing came to 1.
- The cell type group with the largest total delay on the critical path is adder cells.
- The floorplan step records an initial core utilization of 40.9%.
- The number of buffers added for setup after CTS reads 0.
- The clock period minus final worst setup slack is 16.72 ns.
- The via count of the first global-routing pass is roughly 18000.
- Ranking logic cells in the layout by count gives the top entries sky130_fd_sc_hd__inv_1, sky130_fd_sc_hd__fa_1, sky130_fd_sc_hd__and2_1.
- The cell with the most instances on the worst path reads sky130_fd_sc_hd__fa_1.
- The post-cts sizing count reads 0.
- The slew of the pin with the lowest slew margin is ~0.89 ns.
- The post-detailed-route via-to-cell ratio is ~5.4.
- The delay of the slowest critical-path stage reads about 0.56 ns.
- In the hold report, the worst path ends at y[7].
- The violation count after the first detailed-route iteration reads between 1000 and 1500.
- Per the gpl log, the routability congestion estimate is between 0.9 and 1.
- The class of the tightest hold or removal check reads in2out.
- The layout has 0 clock buffers.
- The gate count after technology mapping reads roughly 2400.
- The arrival time of the worst setup path reads ~13 ns.
- The per-cell routed wire length reads between 20 and 25 um.
- The residual antenna-violating net count after detailed routing is 0.
- The total iterations of the first detailed-routing run reads 7.
- Per Yosys stat, the portion of area used by sequential elements is 0%.
- The vertical die dimension reads 227 um.
- The count of flip-flops and latches reads 0.
- The script reports the combined buffer and inverter count of the critical path as 7.
- The number of diodes added for antenna fixing is 0.
- The synthesized netlist was found by Yosys to have between 2000 and 2500 cells.
- Measured against its own limit, the worst slew margin works out to between 40 and 50%.
- The critical path's slowest stage uses the library cell sky130_fd_sc_hd__clkdlybuf4s50_1.
- The max-capacitance violation count is 0.
- The number of setup violations in the final report is 0.
- The number of failing hold endpoints at the final stage is 0.
- The utilization of the core after routing reads 44.1%.
## cell usage after synthesis (3+ instances only)
library cell	count	share of area, %
sky130_fd_sc_hd__a211o_1	4	0.17
sky130_fd_sc_hd__a211oi_1	18	0.67
sky130_fd_sc_hd__a21o_1	33	1.2
sky130_fd_sc_hd__a21oi_1	113	2.8
sky130_fd_sc_hd__a21oi_2	3	0.13
sky130_fd_sc_hd__a221oi_1	11	0.48
sky130_fd_sc_hd__a22oi_1	7	0.26
sky130_fd_sc_hd__a2bb2oi_1	4	0.17
sky130_fd_sc_hd__a31oi_1	16	0.50
sky130_fd_sc_hd__and2_1	277	8.6
sky130_fd_sc_hd__and3_1	5	0.16
sky130_fd_sc_hd__buf_1	5	0.093
sky130_fd_sc_hd__buf_2	9	0.22
sky130_fd_sc_hd__buf_6	6	0.33
sky130_fd_sc_hd__clkbuf_1	114	2.1
sky130_fd_sc_hd__clkbuf_8	4	0.27
sky130_fd_sc_hd__fa_1	410	41
sky130_fd_sc_hd__ha_1	186	12
sky130_fd_sc_hd__inv_1	442	8.2
sky130_fd_sc_hd__inv_2	3	0.056
sky130_fd_sc_hd__mux2i_1	4	0.20
sky130_fd_sc_hd__nand2_1	260	4.8
sky130_fd_sc_hd__nand2b_1	12	0.37
sky130_fd_sc_hd__nand3_1	18	0.45
sky130_fd_sc_hd__nand4_1	6	0.19
sky130_fd_sc_hd__nor2_1	120	2.2
sky130_fd_sc_hd__nor2b_1	16	0.50
sky130_fd_sc_hd__nor3_1	15	0.37
sky130_fd_sc_hd__nor4_1	9	0.28
sky130_fd_sc_hd__o211ai_1	11	0.41
sky130_fd_sc_hd__o21a_1	19	0.71
sky130_fd_sc_hd__o21ai_0	53	1.3
sky130_fd_sc_hd__o21ai_1	13	0.32
sky130_fd_sc_hd__o21bai_1	17	0.63
sky130_fd_sc_hd__o221a_2	4	0.22
sky130_fd_sc_hd__o22a_1	5	0.22
sky130_fd_sc_hd__o22ai_1	13	0.40
sky130_fd_sc_hd__o31ai_1	6	0.22
sky130_fd_sc_hd__o31ai_2	3	0.19
sky130_fd_sc_hd__o32a_1	5	0.25
sky130_fd_sc_hd__or2_2	6	0.19
sky130_fd_sc_hd__or3_1	4	0.12
sky130_fd_sc_hd__or4_1	4	0.15
sky130_fd_sc_hd__xnor2_1	71	3.1
sky130_fd_sc_hd__xor2_1	22	0.96
## logic make-up after synthesis
| logic type | Yosys count | synth area share, % |
|---|---|---|
| AND/OR/NAND/NOR | 764 | 19.0 |
| adder cells (fa/ha/maj) | 596 | 52.2 |
| buffers and inverters | 584 | 11.3 |
| AND-OR/OR-AND | 394 | 13.1 |
| XOR/XNOR | 93 | 4.04 |
| multiplexers | 5 | 0.254 |
## per-layer routing
layer	global-route usage [%]	up-vias	wire [um]	share of wire (%)
met1	44.1	8255	29100	42
li1	-	7620	-	-
met2	43.5	859	30200	43
met3	12.1	115	7980	11
met4	8.48	0	2610	3.7
met5	0	-	0	0
## final cells by class
| cell class | instances | area (um2) |
|---|---|---|
| tap | 664 | 831 |
| inverter | 446 | 1670 |
| fill | 4878 | 27600 |
| multi-input combinational | 1852 | 17900 |
| timing repair buffer | 148 | 1350 |
## through the flow
| stage | worst slack, ns | cell area, um2 |
|---|---|---|
| 2_1_floorplan | 6.34 | 20200 |
| 3_5_place_dp | 4.44 | 21700 |
| 4_1_cts | 4.35 | 21700 |
| 5_1_grt | 3.85 | 21700 |
| 3_3_place_gp | 4.40 | 21700 |
| 6_report | 4.28 | 21700 |
## how the worst max path moves through the flow
| stage | end | from | depth (start not counted) | slack, ns |
|---|---|---|---|---|
| after CTS | y[23] | a[8] | 27 | 4.35 |
| final | y[23] | a[8] | 27 | 4.28 |
| after global routing | y[23] | a[8] | 27 | 3.85 |
