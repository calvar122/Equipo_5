**design.v**
```verilog
module Data_Memory
#(
	parameter MEMORY_DEPTH = 64,
	parameter DATA_WIDTH = 32
)
(
	input 								 clk,
	input 								 Enable,
	input       [(DATA_WIDTH-1):0] Write_Data, 
	input 		[(DATA_WIDTH-1):0] Address_i,
	output		[(DATA_WIDTH-1):0] Read_Data
);
	reg [DATA_WIDTH-1:0] ram [MEMORY_DEPTH-1:0];
	reg [DATA_WIDTH-1:0] Add_reg; 
	assign Read_Data = ram[Add_reg];
	always @ (posedge clk) begin
		if (Enable)
		ram[Address_i] <= Write_Data;
		Add_reg <= Address_i;
	end
endmodule 
```
**run.sh**
```bash
#!/bin/bash
# OpenROAD 26Q1-2900-gdf79404cd8, Yosys 0.63+post, stock flow scripts
make -C /OpenROAD-flow-scripts/flow DESIGN_CONFIG=/design/flow/config.mk WORK_HOME=/design/flow/orfs finish
```
**config.mk**
```make
export PLATFORM = sky130hd
export DESIGN_NAME = Data_Memory
export DESIGN_NICKNAME = Data_Memory
export VERILOG_FILES = /design/flow/design.v
export SDC_FILE = /design/flow/constraint.sdc
export NUM_CORES = 4
export LEC_CHECK = 1
export CORE_UTILIZATION = 40
```
**constraint.sdc**
```tcl
current_design Data_Memory

set clk_period 43.3
set clk_io_pct 0.2

create_clock -name clk0 -period $clk_period [get_ports {clk}]

set non_clock_inputs [all_inputs -no_clocks]
set_input_delay [expr $clk_period * $clk_io_pct] -clock clk0 $non_clock_inputs
set_output_delay [expr $clk_period * $clk_io_pct] -clock clk0 [all_outputs]
```
==> CHANGELOG.md <==
## Flow update

- Yosys stat cell total: 3,298
- Largest net degree at the start of global routing: 70
- Total Wirelength: 184 mm
- Startpoint class of the critical path: register
- Core Util at FP: 0.404
- Maximum Capacitance Violations: 0
- Ant. Diodes: 0
- TritonRoute pass-1 iters: 4
- Post-cts hold buffer count: 0
- Final hold vios: 0
- Post-Synth AOI/OAI Area: 0.0168
- Io pins: 98
- Final HPWL DP: 102 mm
- Peak fanout along the critical path: 40
- IO buf count: 71
- Worst VDD drop: 0.0374 mV
- DRC Markers: 0
- Critical path's top delay family: buffers and inverters
- Commonest flop: edfxtp_1
- Most flops, register: ram
- Clock root cell: clkbuf_16
- Final setup margin: 28.55 ns
- #FFs+latches synth: 2,054
- Gr usage total: 0.210
- Die Span Y: 444 um
- Synth warn: 1
- Chip Area: 0.197 mm2
- Synth cell types: 34
- Max Fclk: 0.0678 GHz
- Final Setup Violations: 0
- Area leader, netlist: edfxtp_1
- WS Path Type: register to output port
- Post-CTS Setup Inserts: 0
- Fin area: 0.0887 mm2
- Metal-1 WL: 58.9 mm
- Synth Area in Simple Gates: 0.0127
- Top Metal Used: met5
- Cts bufs inserted: 203
- CTS sink count: 2,054
- CTS tree: built
- DRT iter0 DRCs: 1,720
- Comb. cell area: 0.0160 mm2
- Seq share, synth: 0.790
- Worst path max stage delay: 0.68 ns
- Register area: 0.0616 mm2
- Worst-margin pin slew: 0.990 ns
- RSZ-0062 raised after global routing: no
- Total of cells resized after clock tree synthesis: 0
- CTS H-tree depth: 4
- Post-synth EDFFs: 2,048
- Post-DP Area: 0.0825 mm2
- First-pass GRT wire length: 269 mm
- Via density: 5.67
- Row count: 161
- Period utilisation layout: 0.341
- Synthesis area per yosys: 0.0780 mm2
- Met3 WL: 30.0 mm
- Hold Slack: 8.28 ns
- XOR/XNOR Area Share: 0
- Layout cells sized above 1: 0.288
- Tot Pwr: 4.05 mW
- Slew margin rel.: 0.339
- Clock transition at path regs: 0.06 ns
- WL/cell: 29.5 um
- Synth top area cells: edfxtp_1 (79%), mux4_2 (16%), mux2i_1 (1.2%)
- Cell count after synthesis: 3,298
- Worst path most repeated cell: buf_4
- Die W: 444 um
- Filler cell count: 15,400
- Tally of OpenROAD warnings: 52
- Total number of vias: 35,400
- Fin crit period: 14.75 ns
- Setup TNS: 0 ns
- Antenna violations before repair: 1
- Routed met2 length: 90.8 mm
- Outcome: finished clean
- CP Cell Sequence: buf_4, buf_4, buf_4, buf_4, mux4_2, mux4_2, o22ai_1, nor2_1, clkdlybuf4s50_1
- Area grow syn2layout: 13.7%
- Slowest CP cell: dfxtp_4
- Gp weighted congestion: 0.824
- Critical path arrival: 6.09 ns
- Crit path DRT: 34.64 ns
- Number of global-route vias before repair: 39,200
- Max reg flops: 2,048
- CP bufs+invs: 5
- Largest regs: ram (2048)
- Dominant cell area share: 0.789
- Main logic family: multiplexers
- Post-Synthesis Cell Area: 0.0780 mm2
- Synthesized area per cell: 23.6 um2
- Async SR Flop Fraction: 0
- Post-Place Worst Slack: 29.23 ns
- Antenna-violating nets left: 0
- Fin. max-slew vios: 0
- CTS max path bufs: 3
- Grt total ovfl: 0
- Pwr dens: 45.7 mW/mm2
- Lkg Pwr: 27.2 nW
- Synth mux share: 0.169
- Min-Delay Path Class: primary input to register
- CP endpoint kind: output port
- Core Region: 0.193 mm2
- Adder Area Share: 0
==> routing by layer <==
metal	GRT usage	up-vias
met3	0.154	264
met1	0.258	18000
li1	-	14700
met2	0.315	2347
met5	0.00147	-
met4	0.0428	2
==> synth_stat cells (all sizes together), types with 4 or more instances <==
| cell | count |
|---|---|
| mux2i | 93 |
| or3b | 5 |
| o221ai | 27 |
| a311oi | 8 |
| buf | 108 |
| nand2b | 8 |
| edfxtp | 2048 |
| nor3 | 7 |
| and3 | 4 |
| nand3 | 5 |
| nor2 | 137 |
| nor2b | 15 |
| clkbuf | 74 |
| nand3b | 5 |
| a21oi | 62 |
| o22ai | 84 |
| nand2 | 26 |
| a22oi | 12 |
| mux4 | 544 |
| dfxtp | 6 |
| o32ai | 4 |
| a41o | 4 |
==> layout by cell type (no fill, tap or decap), types with 4 or more instances in the layout <==
cell / Yosys / layout
clkinv_2: 0 / 31
dfxtp_4: 0 / 4
o32ai_1: 4 / 4
nor2_1: 137 / 75
edfxtp_1: 2048 / 2048
o221ai_1: 27 / 27
o22ai_1: 84 / 84
clkbuf_1: 74 / 62
inv_6: 0 / 7
nand3b_1: 5 / 5
and3_1: 4 / 4
nor2_4: 0 / 62
clkinvlp_4: 0 / 4
buf_2: 57 / 32
nand2_1: 26 / 26
a21oi_1: 62 / 62
a22oi_1: 12 / 12
nor2b_1: 15 / 15
nand3_1: 5 / 5
mux2i_1: 93 / 93
mux4_2: 544 / 544
a41o_1: 4 / 4
a311oi_1: 8 / 8
nand2b_1: 8 / 7
clkinv_1: 0 / 48
buf_4: 25 / 154
clkbuf_16: 0 / 205
bufinv_16: 0 / 9
clkdlybuf4s50_1: 0 / 39
nor3_1: 7 / 5
==> path summary, 6_finish.rpt <==
path,cells after the start,slack (ns),end,startpoint
max,9,28.55,Read_Data[21],register
min,1,8.28,ram[44][10]$_DFFE_PP_,Write_Data[10]
==> logic make-up (layout without fill, tap and decap cells) <==
| kind of cell | after synthesis | after routing |
|---|---|---|
| muxes | 637 | 637 |
| and+or+nand+nor | 223 | 223 |
| buffers and inverters | 182 | 602 |
| DFF | 2054 | 2054 |
| AOI/OAI and AO/OA | 202 | 202 |
==> cell type report <==
| cell class | instances | share of cell area |
|---|---|---|
| Clock buffer | 268 | 0.0606 |
| Multi-Input combinational cell | 1062 | 0.180 |
| Tap cell | 2526 | 0.0356 |
| Sequential cell | 2054 | 0.695 |
| Timing Repair Buffer | 226 | 0.0195 |
| Clock inverter | 108 | 0.00949 |
==> report_power, final <==
group | switching (mW) | total [mW] | internal [mW] | leakage (nW)
clock | 0.723 | 1.65 | 0.927 | 3.03
combinational | 0.120 | 0.198 | 0.0772 | 5.74
sequential | 0.00480 | 2.21 | 2.20 | 18.5
==> through the flow <==
step | utilization | std cells
after floorplan | - | 3298
final | 0.459 | 6244
after CTS | 0.459 | 6244
after global placement | 0.427 | 5868
after detailed placement | 0.427 | 5868
after global routing | 0.459 | 6244
Power is estimated from default activity; no workload was simulated.
