[/design/flow/design.v]
module decoder
#(
	parameter N = 32
)
(
	input      [4:0]  Write_Register_i,
	output reg [N-1:0] Decoder_Out
);
	always@(*) begin
	case (Write_Register_i)
	0	 : Decoder_Out = 32'b0000_0000_0000_0000_0000_0000_0000_0001;
	1	 : Decoder_Out = 32'b0000_0000_0000_0000_0000_0000_0000_0010;
	2	 : Decoder_Out = 32'b0000_0000_0000_0000_0000_0000_0000_0100;
	3	 : Decoder_Out = 32'b0000_0000_0000_0000_0000_0000_0000_1000;
	4	 : Decoder_Out = 32'b0000_0000_0000_0000_0000_0000_0001_0000;
	5	 : Decoder_Out = 32'b0000_0000_0000_0000_0000_0000_0010_0000;
	6	 : Decoder_Out = 32'b0000_0000_0000_0000_0000_0000_0100_0000;
	7	 : Decoder_Out = 32'b0000_0000_0000_0000_0000_0000_1000_0000;
	8	 : Decoder_Out = 32'b0000_0000_0000_0000_0000_0001_0000_0000;
	9	 : Decoder_Out = 32'b0000_0000_0000_0000_0000_0010_0000_0000;
	10	 : Decoder_Out = 32'b0000_0000_0000_0000_0000_0100_0000_0000;
	11	 : Decoder_Out = 32'b0000_0000_0000_0000_0000_1000_0000_0000;
	12	 : Decoder_Out = 32'b0000_0000_0000_0000_0001_0000_0000_0000;
	13	 : Decoder_Out = 32'b0000_0000_0000_0000_0010_0000_0000_0000;
	14	 : Decoder_Out = 32'b0000_0000_0000_0000_0100_0000_0000_0000;
	15	 : Decoder_Out = 32'b0000_0000_0000_0000_1000_0000_0000_0000;
	16	 : Decoder_Out = 32'b0000_0000_0000_0001_0000_0000_0000_0000;
	17	 : Decoder_Out = 32'b0000_0000_0000_0010_0000_0000_0000_0000;
	18	 : Decoder_Out = 32'b0000_0000_0000_0100_0000_0000_0000_0000;
	19	 : Decoder_Out = 32'b0000_0000_0000_1000_0000_0000_0000_0000;
	20	 : Decoder_Out = 32'b0000_0000_0001_0000_0000_0000_0000_0000;
	21	 : Decoder_Out = 32'b0000_0000_0010_0000_0000_0000_0000_0000;
	22	 : Decoder_Out = 32'b0000_0000_0100_0000_0000_0000_0000_0000;
	23	 : Decoder_Out = 32'b0000_0000_1000_0000_0000_0000_0000_0000;
	24	 : Decoder_Out = 32'b0000_0001_0000_0000_0000_0000_0000_0000;
	25	 : Decoder_Out = 32'b0000_0010_0000_0000_0000_0000_0000_0000;
	26	 : Decoder_Out = 32'b0000_0100_0000_0000_0000_0000_0000_0000;
	27	 : Decoder_Out = 32'b0000_1000_0000_0000_0000_0000_0000_0000;
	28	 : Decoder_Out = 32'b0001_0000_0000_0000_0000_0000_0000_0000;
	29	 : Decoder_Out = 32'b0010_0000_0000_0000_0000_0000_0000_0000;
	30	 : Decoder_Out = 32'b0100_0000_0000_0000_0000_0000_0000_0000;
	31	 : Decoder_Out = 32'b1000_0000_0000_0000_0000_0000_0000_0000;
	endcase
	end
endmodule 
module mux 
#(
	parameter N = 32
)
(
	input		  [N-1:0] d0,
	input		  [N-1:0] d1,
	input		  [N-1:0] d2,
	input		  [N-1:0] d3,
	input		  [N-1:0] d4,
	input		  [N-1:0] d5,
	input		  [N-1:0] d6,
	input		  [N-1:0] d7,
	input		  [N-1:0] d8,
	input		  [N-1:0] d9,
	input		  [N-1:0] d10,
	input		  [N-1:0] d11,
	input		  [N-1:0] d12,
	input		  [N-1:0] d13,
	input		  [N-1:0] d14,
	input		  [N-1:0] d15,
	input		  [N-1:0] d16,
	input		  [N-1:0] d17,
	input		  [N-1:0] d18,
	input		  [N-1:0] d19,
	input		  [N-1:0] d20,
	input		  [N-1:0] d21,
	input		  [N-1:0] d22,
	input		  [N-1:0] d23,
	input		  [N-1:0] d24,
	input		  [N-1:0] d25,
	input		  [N-1:0] d26,
	input		  [N-1:0] d27,
	input		  [N-1:0] d28,
	input		  [N-1:0] d29,
	input		  [N-1:0] d30,
	input		  [N-1:0] d31,
	input		  [4:0] 	 Read_Register,
	output reg [N-1:0] Read_Data
);
	always@ (*) begin
	case (Read_Register)
			0	 : Read_Data = d0;
			1	 : Read_Data = d1;
			2	 : Read_Data = d2;
			3	 : Read_Data = d3;
			4	 : Read_Data = d4;
			5	 : Read_Data = d5;
	      6	 : Read_Data = d6;
			7	 : Read_Data = d7;
			8	 : Read_Data = d8;
			9	 : Read_Data = d9;
			10	 : Read_Data = d10;
			11	 : Read_Data = d11;
			12	 : Read_Data = d12;
			13	 : Read_Data = d13;
			14	 : Read_Data = d14;
			15	 : Read_Data = d15;
			16	 : Read_Data = d16;
			17	 : Read_Data = d17;
			18	 : Read_Data = d18;
			19	 : Read_Data = d19;
			20	 : Read_Data = d20;
			21	 : Read_Data = d21;
			22	 : Read_Data = d22;
			23	 : Read_Data = d23;
			24	 : Read_Data = d24;
			25	 : Read_Data = d25;
			26	 : Read_Data = d26;
			27	 : Read_Data = d27;
			28	 : Read_Data = d28;
			29	 : Read_Data = d29;
			30	 : Read_Data = d30;
			31	 : Read_Data = d31;
endcase
end
endmodule
module register 
#(
	parameter N = 32
)
(
	input clk, reset, enable,
	input [N-1:0] data_in,
	output reg [N-1:0] data_out
);
always@ (posedge clk, negedge reset) begin
	if(!reset)
	data_out <= 0;
	else if (enable)
	data_out <= data_in;
end
endmodule
module registerfile 
#(
	parameter N = 32
)
(
	input clk,
	input reset,
	input 		 Reg_Write_i,
	input  [4:0] Write_Register_i,
	input  [4:0] Read_Register_1_i,
	input  [4:0] Read_Register_2_i,
	input  [N-1:0] Write_Data_i,
	output [N-1:0] Read_Data_1_o,
	output [N-1:0] Read_Data_2_o
);
	wire [N-1:0] Decoder_Out;
	wire [N-1:0] Q [N-1:0];
	decoder dc (.Write_Register_i(Write_Register_i), .Decoder_Out(Decoder_Out));
	register register_$zero(.clk(clk), .reset(reset), .enable(Decoder_Out[0] & Reg_Write_i), .data_in(0), .data_out(Q[0]));
	register register_$at(.clk(clk), .reset(reset), .enable(Decoder_Out[1] & Reg_Write_i), .data_in(Write_Data_i), .data_out(Q[1]));
	register register_$v0(.clk(clk), .reset(reset), .enable(Decoder_Out[2] & Reg_Write_i), .data_in(Write_Data_i), .data_out(Q[2]));
	register register_$v1(.clk(clk), .reset(reset), .enable(Decoder_Out[3] & Reg_Write_i), .data_in(Write_Data_i), .data_out(Q[3]));
	register register_$a0(.clk(clk), .reset(reset), .enable(Decoder_Out[4] & Reg_Write_i), .data_in(Write_Data_i), .data_out(Q[4]));
	register register_$a1(.clk(clk), .reset(reset), .enable(Decoder_Out[5] & Reg_Write_i), .data_in(Write_Data_i), .data_out(Q[5]));
	register register_$a2(.clk(clk), .reset(reset), .enable(Decoder_Out[6] & Reg_Write_i), .data_in(Write_Data_i), .data_out(Q[6]));
	register register_$a3(.clk(clk), .reset(reset), .enable(Decoder_Out[7] & Reg_Write_i), .data_in(Write_Data_i), .data_out(Q[7]));
	register register_$t0(.clk(clk), .reset(reset), .enable(Decoder_Out[8] & Reg_Write_i), .data_in(Write_Data_i), .data_out(Q[8]));
	register register_$t1(.clk(clk), .reset(reset), .enable(Decoder_Out[9] & Reg_Write_i), .data_in(Write_Data_i), .data_out(Q[9]));
	register register_$t2(.clk(clk), .reset(reset), .enable(Decoder_Out[10] & Reg_Write_i), .data_in(Write_Data_i), .data_out(Q[10]));
	register register_$t3(.clk(clk), .reset(reset), .enable(Decoder_Out[11] & Reg_Write_i), .data_in(Write_Data_i), .data_out(Q[11]));
	register register_$t4(.clk(clk), .reset(reset), .enable(Decoder_Out[12] & Reg_Write_i), .data_in(Write_Data_i), .data_out(Q[12]));
	register register_$t5(.clk(clk), .reset(reset), .enable(Decoder_Out[13] & Reg_Write_i), .data_in(Write_Data_i), .data_out(Q[13]));
	register register_$t6(.clk(clk), .reset(reset), .enable(Decoder_Out[14] & Reg_Write_i), .data_in(Write_Data_i), .data_out(Q[14]));
	register register_$t7(.clk(clk), .reset(reset), .enable(Decoder_Out[15] & Reg_Write_i), .data_in(Write_Data_i), .data_out(Q[15]));
	register register_$s0(.clk(clk), .reset(reset), .enable(Decoder_Out[16] & Reg_Write_i), .data_in(Write_Data_i), .data_out(Q[16]));
	register register_$s1(.clk(clk), .reset(reset), .enable(Decoder_Out[17] & Reg_Write_i), .data_in(Write_Data_i), .data_out(Q[17]));
	register register_$s2(.clk(clk), .reset(reset), .enable(Decoder_Out[18] & Reg_Write_i), .data_in(Write_Data_i), .data_out(Q[18]));
	register register_$s3(.clk(clk), .reset(reset), .enable(Decoder_Out[19] & Reg_Write_i), .data_in(Write_Data_i), .data_out(Q[19]));
	register register_$s4(.clk(clk), .reset(reset), .enable(Decoder_Out[20] & Reg_Write_i), .data_in(Write_Data_i), .data_out(Q[20]));
	register register_$s5(.clk(clk), .reset(reset), .enable(Decoder_Out[21] & Reg_Write_i), .data_in(Write_Data_i), .data_out(Q[21]));
	register register_$s6(.clk(clk), .reset(reset), .enable(Decoder_Out[22] & Reg_Write_i), .data_in(Write_Data_i), .data_out(Q[22]));
	register register_$s7(.clk(clk), .reset(reset), .enable(Decoder_Out[23] & Reg_Write_i), .data_in(Write_Data_i), .data_out(Q[23]));
	register register_$t8(.clk(clk), .reset(reset), .enable(Decoder_Out[24] & Reg_Write_i), .data_in(Write_Data_i), .data_out(Q[24]));
	register register_$t9(.clk(clk), .reset(reset), .enable(Decoder_Out[25] & Reg_Write_i), .data_in(Write_Data_i), .data_out(Q[25]));
	register register_$k0(.clk(clk), .reset(reset), .enable(Decoder_Out[26] & Reg_Write_i), .data_in(Write_Data_i), .data_out(Q[26]));
	register register_$k1(.clk(clk), .reset(reset), .enable(Decoder_Out[27] & Reg_Write_i), .data_in(Write_Data_i), .data_out(Q[27]));
	register register_$gp(.clk(clk), .reset(reset), .enable(Decoder_Out[28] & Reg_Write_i), .data_in(Write_Data_i), .data_out(Q[28]));
	register register_$sp(.clk(clk), .reset(reset), .enable(Decoder_Out[29] & Reg_Write_i), .data_in(Write_Data_i), .data_out(Q[29]));
	register register_$fp(.clk(clk), .reset(reset), .enable(Decoder_Out[30] & Reg_Write_i), .data_in(Write_Data_i), .data_out(Q[30]));
	register register_$ra(.clk(clk), .reset(reset), .enable(Decoder_Out[31] & Reg_Write_i), .data_in(Write_Data_i), .data_out(Q[31]));
	mux MUX1 (
	 .d0(Q[0]),
	 .d1(Q[1]),
	 .d2(Q[2]),
	 .d3(Q[3]),
	 .d4(Q[4]),
	 .d5(Q[5]),
	 .d6(Q[6]),
	 .d7(Q[7]),
	 .d8(Q[8]),
	 .d9(Q[9]),
	 .d10(Q[10]),
	 .d11(Q[11]),
	 .d12(Q[12]),
	 .d13(Q[13]),
	 .d14(Q[14]),
	 .d15(Q[15]),
	 .d16(Q[16]),
	 .d17(Q[17]),
	 .d18(Q[18]),
	 .d19(Q[19]),
	 .d20(Q[20]),
	 .d21(Q[21]),
	 .d22(Q[22]),
	 .d23(Q[23]),
	 .d24(Q[24]),
	 .d25(Q[25]),
	 .d26(Q[26]),
	 .d27(Q[27]),
	 .d28(Q[28]),
	 .d29(Q[29]),
	 .d30(Q[30]),
	 .d31(Q[31]),
	 .Read_Register(Read_Register_1_i),
	 .Read_Data(Read_Data_1_o));
mux MUX2 (
	 .d0(Q[0]),
	 .d1(Q[1]),
	 .d2(Q[2]),
	 .d3(Q[3]),
	 .d4(Q[4]),
	 .d5(Q[5]),
	 .d6(Q[6]),
	 .d7(Q[7]),
	 .d8(Q[8]),
	 .d9(Q[9]),
	 .d10(Q[10]),
	 .d11(Q[11]),
	 .d12(Q[12]),
	 .d13(Q[13]),
	 .d14(Q[14]),
	 .d15(Q[15]),
	 .d16(Q[16]),
	 .d17(Q[17]),
	 .d18(Q[18]),
	 .d19(Q[19]),
	 .d20(Q[20]),
	 .d21(Q[21]),
	 .d22(Q[22]),
	 .d23(Q[23]),
	 .d24(Q[24]),
	 .d25(Q[25]),
	 .d26(Q[26]),
	 .d27(Q[27]),
	 .d28(Q[28]),
	 .d29(Q[29]),
	 .d30(Q[30]),
	 .d31(Q[31]),
	 .Read_Register(Read_Register_2_i),
	 .Read_Data(Read_Data_2_o));
endmodule
[/design/flow/run.sh]
#!/bin/bash
# OpenROAD 26Q1-2900-gdf79404cd8, Yosys 0.63+post, stock flow scripts
make -C /OpenROAD-flow-scripts/flow DESIGN_CONFIG=/design/flow/config.mk WORK_HOME=/design/flow/orfs finish
[/design/flow/config.mk]
export PLATFORM = sky130hd
export DESIGN_NAME = registerfile
export DESIGN_NICKNAME = registerfile
export VERILOG_FILES = /design/flow/design.v
export SDC_FILE = /design/flow/constraint.sdc
export NUM_CORES = 4
export LEC_CHECK = 1
export CORE_UTILIZATION = 50
[/design/flow/constraint.sdc]
current_design registerfile

set clk_period 10.5
set clk_io_pct 0.2

create_clock -name clk0 -period $clk_period [get_ports {clk}]

set non_clock_inputs [all_inputs -no_clocks]
set_input_delay [expr $clk_period * $clk_io_pct] -clock clk0 $non_clock_inputs
set_output_delay [expr $clk_period * $clk_io_pct] -clock clk0 [all_outputs]
==> impl_metrics.py <==
# Auto-generated metrics
metrics = {
    "run_status": {
        "status": "finished clean",
    },
    "global_routing": {
        "grtUsageMet3_pct": 30.6,
        "grt_overflow": 0,
        "grt_pass1_wl_um": 319000,
        "antenna_found_initial": 14,
        "grt.total_usage_pct": 47.4,
        "grt_max_degree": 124,
        "met1_usage_pct": 61.7,
        "grt_pass1_vias": 41000,
        "grt_util_met2_pct": 60.8,
        "busiest_layer": "met1",
    },
    "sta": {
        "period_used_pct": 81.9,
        "relSlewSlack_pct": 25.9,
        "slew_viol_final": 0,
        "final-setup-viol-count": 0,
        "setup_tns_ns": 0,
        "rsz0062_at_grt": "no",
        "finalHoldViolations": 0,
        "layout_min_cycle_time_ns": 8.59,
        "finalClockSkew_ns": 0,
        "worstMarginPinSlew_ns": 1.11,
        "fmax_ghz": 0.116,
    },
    "logic_synthesis": {
        "synth_flops": 992,
        "ys_types": 60,
        "netlist.area_leader.share_pct": 49.4,
        "yosysSeqAreaShare_pct": 49.4,
        "postSynthCellCount": 4184,
        "edf_count": 0,
        "yosys_most_used_dff": "dfrtp_1",
        "area_leaders": "dfrtp_1, mux2_2, a22oi_1",
        "top_area_cell": "dfrtp_1",
        "ys_cells": 4184,
        "synthArstFlopShare_pct": 100,
        "syn-mean-instance-area_um2": 12.0,
        "synth_chip_area_mm2": 0.0503,
        "synth_area_mm2": 0.0503,
        "yosys_warnings": 4,
    },
    "worst_setup_path": {
        "crit_required_ns": 8.40,
        "critPathLaunchType": "primary input",
        "cp.arrival_ns": 6.49,
        "crit_path_end_kind": "output pin",
        "worst-setup-path-type": "in -> out",
        "cp_max_fo": 19,
    },
    "floorplan": {
        "core_mm2": 0.0990,
        "num_rows": 115,
        "fp_util_pct": 50.8,
        "pin_count": 114,
        "dieWidth_um": 319,
        "die_h_um": 319,
        "die-area_mm2": 0.102,
    },
    "placed_design": {
        "portBuffers": 113,
        "hpwl_um": 132000,
        "routabilityCongestion": 1.02,
    },
    "worst_hold_path": {
        "hp-class": "reg -> reg",
    },
    "drt": {
        "firstDrtPassIters": 12,
        "routed_via_density": 7.62,
        "via_count": 42200,
        "finalWirelength_um": 230000,
        "post_drt_wl_per_cell_um": 41.6,
        "drt_iter0_markers": 5213,
        "remaining_drc_errors": 0,
        "ant_nets": 0,
    },
    "clocking": {
        "cts_max_path_buffers": 3,
        "clock-sinks": 992,
        "clk_pin_slew_ns": 0.06,
        "hold_buffers": 0,
        "ctsResizeCount": 0,
        "htreeDepth": 3,
        "clock_latency_ns": 0.72,
        "cts_made_buffers": 108,
        "cts_root_buffer": "clkbuf_16",
        "cts_tree": "built",
        "cts_setup_buffers": 0,
    },
    "cells_and_area": {
        "area_growth_pct": 12.5,
        "lay_top_count": "mux2_2",
        "drive_above_1_share_pct": 35.4,
        "lay_top_cells": "mux2_2, dfrtp_1, a22oi_1",
        "finish.utilization_pct": 57.1,
    },
    "run": {
        "warnings": 41,
        "cap_violations": 0,
    },
    "pwr": {
        "leakagePower_uw": 0.0260,
        "powerDensity_mw_per_mm2": 189,
        "ir_worst_vdd_mv": 0.141,
    },
}
cell usage after synthesis, types with 18 or more instances:
cell type / count
and2_1: 29
a2111oi_0: 81
buf_6: 24
nand3_1: 176
a222oi_1: 49
or4_1: 62
and3_1: 372
nand2_1: 50
nand4_1: 74
mux2_2: 997
clkbuf_1: 314
dfrtp_1: 992
buf_1: 52
buf_2: 53
mux2i_1: 18
a2111oi_2: 32
a22oi_1: 616
nor2_1: 51
stage by stage:
stage | hold WS, ns | area (µm²) | total power [µW] | instances | setup WS (ns)
6_report | 0.515 | 56600 | 10700 | 5529 | 1.91
5_1_grt | 0.519 | 56500 | 11000 | 5510 | 1.98
4_1_cts | 0.513 | 56500 | 10600 | 5509 | 2.23
3_5_place_dp | 0.499 | 52900 | 6720 | 5311 | 2.25
3_3_place_gp | 0.496 | 52900 | 6690 | 5311 | 2.27
2_1_floorplan | 0.485 | 50300 | 5940 | 4184 | 4.72
report_power, final:
part / internal, µW / switching [µW]
clock network: 2300 / 1660
registers: 4560 / 683
logic: 809 / 679
layout make-up:
| cell class | count | area (µm²) |
|---|---|---|
| antenna | 20 | 50.0 |
| multi-input combinational | 2739 | 23900 |
| timing repair buffer | 292 | 2530 |
| fill | 8169 | 42400 |
| clock inverter | 34 | 388 |
| sequential | 992 | 24800 |
| clock buffer | 164 | 3250 |
| inverter | 1 | 3.75 |
| tap | 1287 | 1610 |
critical path, stage by stage:
cell and delay, ns:
clkdlybuf4s50_1 0.60, buf_4 0.31, nor2b_4 0.63, buf_4 0.47, and2_2 0.56, buf_4 0.61
a22oi_1 0.18, nand3_1 0.17, or4_1 0.29, clkdlybuf4s50_1 0.53
cells by family (layout without fill, tap and decap cells):
logic type	after synthesis	after routing	share of synthesized area, %
AND-OR/OR-AND	839	839	13.5
buffers and inverters	453	491	3.92
flip-flops	992	992	49.4
multiplexers	1017	1017	22.8
AND/OR/NAND/NOR	883	883	10.4
other	0	20	0
final timing paths:
path	from	endpoint	slack, ns	depth (start not counted)
max in group asynchronous	reset	register_$a2.data_out[7]	6.53	4
worst max register to register	register_$s0.data_out[26]	register_$s0.data_out[26]	9.60	1
worst min-delay path	register_$s4.data_out[3]	register_$s4.data_out[3]	0.51	1
min in group asynchronous	reset	register_$s3.data_out[29]	1.42	1
worst min register to register	register_$s4.data_out[3]	register_$s4.data_out[3]	0.51	1
worst max-delay path	Read_Register_2_i[4]	Read_Data_2_o[14]	1.91	10
metal layers:
layer / share of wire, % / vias up
met4: 7.6 / 14
met1: 35 / 21200
met2: 40 / 3648
met3: 17 / 1078
li1: - / 16200
met5: 0.089 / -
No activity file was given, so power comes from the tool's default toggle rates.
